==> flow/design.v <==
`default_nettype none
module epwmblock #(parameter CNT_WIDTH=8, DIV_WIDTH=8)
  (input clk, input reset, input [CNT_WIDTH-1:0] endval,
   input [CNT_WIDTH-1:0] match, input [DIV_WIDTH-1:0] scale, output pwm);
  pwmblock #(.CNT_WIDTH(CNT_WIDTH), .DIV_WIDTH(DIV_WIDTH)) pwmb(clk,reset,1,endval,match,scale,pwm,);
endmodule
`default_nettype none
module pwmblock #(parameter CNT_WIDTH=8, DIV_WIDTH=8)
(input clk, input reset,
 input [CNT_WIDTH-1:0] increment, input [CNT_WIDTH-1:0] endval, input [CNT_WIDTH-1:0] match,
 input [DIV_WIDTH-1:0] scale, output reg epwm, output ppwm);
  reg [DIV_WIDTH-1:0] prescale;   
  reg [CNT_WIDTH:0] counter;      
  assign ppwm=counter[CNT_WIDTH];   
  always @(posedge clk)
    if (reset)
      prescale<=0;
    else
        if (prescale==0) prescale<=scale; else prescale<=prescale-1;
  always @(posedge clk)
    if (reset)
      epwm<=1'b0;
  else if (prescale==0)
    if (counter[CNT_WIDTH-1:0]>=match) epwm<=1'b0; else epwm<=1'b1;
  always @(posedge clk)
    if (reset)
      counter<=0;
    else if (prescale==0)
      if (endval && counter=={ 1'b0, endval} ) counter<=0;
  else counter<= { 1'b0, counter[CNT_WIDTH-1:0] } + { 1'b0, increment};
endmodule
==> flow/run.sh <==
#!/bin/bash
# OpenROAD 26Q1-2900-gdf79404cd8, Yosys 0.63+post, stock flow scripts
make -C /OpenROAD-flow-scripts/flow DESIGN_CONFIG=/design/flow/config.mk WORK_HOME=/design/flow/orfs finish
==> flow/config.mk <==
export PLATFORM = sky130hd
export DESIGN_NAME = epwmblock
export DESIGN_NICKNAME = epwmblock
export VERILOG_FILES = /design/flow/design.v
export SDC_FILE = /design/flow/constraint.sdc
export NUM_CORES = 4
export LEC_CHECK = 1
export CORE_AREA = 10 10 85 85
export DIE_AREA = 0 0 95 95
==> flow/constraint.sdc <==
current_design epwmblock

set clk_period 5.1
set clk_io_pct 0.2

create_clock -name clk0 -period $clk_period [get_ports {clk}]

set non_clock_inputs [all_inputs -no_clocks]
set_input_delay [expr $clk_period * $clk_io_pct] -clock clk0 $non_clock_inputs
set_output_delay [expr $clk_period * $clk_io_pct] -clock clk0 [all_outputs]
==> impl_metrics.json <==
{
  "status": "completed",
  "ys_chip_area_um2": 1225,
  "grt_pass1_vias": 1053,
  "cts_buffer_depth": 2,
  "cts-root-buf": "clkbuf_8",
  "diodes": 0,
  "utilization": 0.2938,
  "p_switching_mw": 0.2335,
  "required_ps": 5260,
  "timing.final.ws_setup_ps": 2673,
  "ys_seq_frac": 0.2942,
  "cellInternalPower_mw": 0.3687,
  "period_minus_slack_ps": 2427,
  "pre_cts_ws_ps": 2381,
  "yosys_warnings": 2,
  "grt_usage": 0.06376,
  "postCtsSetupRepairBufs": 0,
  "cts.sinks": 18,
  "fin_setup_tns_ps": 0,
  "ys_sh_xor": 0.07865,
  "warning_count": 25,
  "layout_top_cell": "clkdlybuf4s50_1",
  "syn_area_um2": 1225,
  "firstDrtPassIters": 4,
  "gp_congestion": 0.8224,
  "hp-class": "reg -> reg",
  "ys_seq_elements": 18,
  "ff_type": "dfxtp_1",
  "fin_skew_ps": 1.909,
  "vias": 1106,
  "stdcell_area_um2": 1608,
  "endpoint_kind": "flip-flop",
  "grt_util_met3": 0.02163,
  "hold_buffers": 0,
  "io_pins": 27,
  "total_power_mw": 0.6023,
  "die_w_um": 95,
  "p_seq_frac": 0.365,
  "routed_wl_mm": 2.832,
  "finalSetupViolCount": 0,
  "core_area_um2": 5473,
  "drt-initial-drc-count": 94,
  "maxCapViolCount": 0,
  "chipArea_um2": 9025,
  "async_flop_share": 0,
  "holdWs_ps": 455.0,
  "lay_top_cells": "26 x clkdlybuf4s50_1, 18 x dfxtp_1, 13 x nor2_1",
  "grt_pass1_wl_mm": 4.781,
  "drive_gt1_frac": 0.1065,
  "grt_setup_unrepaired": "no",
  "dp_hpwl_mm": 2.167,
  "final.period_utilization": 0.4759,
  "drc": 0,
  "leakagePower_nw": 0.6509,
  "rows": 27,
  "grt_overflow": 0,
  "final_cells": 241,
  "fp_util": 0.2238,
  "grt_max_degree": 20,
  "crit_arrival_ps": 2590,
  "max_slew_margin": 0.7413,
  "clock.fmax_mhz": 412.0,
  "grt_use_met1": 0.09249,
  "simple_gate_area_frac": 0.3064,
  "netlist_instances": 142,
  "hold_viol": 0,
  "top_logic_kind": "simple AND/OR/NAND/NOR gates",
  "synthAoiAreaFrac": 0.1634,
  "fa_ha_area_frac": 0.1021,
  "tightest_slew_ps": 385.8,
  "portBuffers": 26,
  "cts_buffers": 3,
  "vdd_drop_max_mv": 0.2969,
  "p_per_area_nw_per_um2": 374.6,
  "combPwrFrac": 0.441,
  "synth_cell_types": 36,
  "sw_frac_of_total": 0.3877,
  "via_per_inst": 4.589,
  "edf_count": 0,
  "cts-resized-gates": 0,
  "cts_tree": "built",
  "area_delta_synth_final_pct": 31.26,
  "critPathLaunchType": "input pin",
  "die_y_um": 95,
  "clk_latency_ps": 250,
  "ant_nets": 0,
  "htree_levels": 1,
  "busiest_layer": "met2",
  "dp_cells": 237,
  "slew_violations": 0,
  "antenna_found_initial": 0,
  "critPathMaxFanout": 1,
  "place_area_um2": 1553,
  "worst-setup-path-type": "in -> reg",
  "yosysCellCount": 142,
  "avgSynthCellArea_um2": 8.626,
  "clkPwrFrac": 0.193,
  "path_clk_slew_ps": 70,
  "use_met2": 0.09439,
  "mux_area_frac": 0,
  "wl_per_cell_um": 11.75
}
metal layers:
metal / routed length (µm) / up-vias
li1: - / 575
met1: 1481 / 503
met2: 1132 / 26
met3: 209 / 2
met4: 9 / 0
met5: 0 / -
synthesized netlist by cell type (all sizes together) (2+ instances only):
| master | instances | area share |
|---|---|---|
| xor2 | 9 | 0.064 |
| and3 | 6 | 0.031 |
| dfxtp | 18 | 0.29 |
| nand2 | 10 | 0.033 |
| xnor2 | 2 | 0.014 |
| clkbuf | 2 | 0.0061 |
| a21oi | 11 | 0.045 |
| a211oi | 5 | 0.039 |
| nor3 | 7 | 0.029 |
| inv | 10 | 0.031 |
| o41ai | 2 | 0.020 |
| o21ai | 4 | 0.016 |
| buf | 2 | 0.018 |
| nor4 | 7 | 0.076 |
| nor2 | 13 | 0.040 |
| nand4 | 2 | 0.010 |
| a21o | 2 | 0.012 |
| ha | 10 | 0.10 |
| nand3 | 8 | 0.033 |
cell type report:
class	instances	area (µm²)
fillers	603	3865
multi-input cells	110	797.0
well taps	72	90.09
repair buffers	27	267.8
inverters	10	37.54
flip-flops and latches	18	360.3
clock buffers	4	55.05
sequential cells by signal (all words and copies together), names as in the netlist:
signal and flops:
pwmb.counter 9, pwmb.prescale 8, pwmb.epwm 1
worst paths after layout:
| check | start | to | slack [ps] | cells after the start |
|---|---|---|---|---|
| worst max-delay path | match[0] | pwmb.epwm$_SDFFE_PP0P_ | 2670 | 7 |
| worst min-delay path | pwmb.counter[8]$_SDFFE_PP0P_ | pwmb.counter[8]$_SDFFE_PP0P_ | 450 | 2 |
| worst max register to register | pwmb.counter[0]$_SDFFE_PP0P_ | pwmb.epwm$_SDFFE_PP0P_ | 3360 | 7 |
| worst min register to register | pwmb.counter[8]$_SDFFE_PP0P_ | pwmb.counter[8]$_SDFFE_PP0P_ | 450 | 2 |
critical path, cell delays in order:
cell and delay, ps:
clkdlybuf4s50_1 410, ha_1 280, nand2b_1 130, a21o_1 180, a211oi_1 230, nor3_1 90, o41ai_2 250
cells by family (layout without fill, tap and decap cells):
| group | count (synthesis) | after routing |
|---|---|---|
| compound gates | 28 | 28 |
| xor+xnor | 11 | 11 |
| fa+ha+maj | 10 | 10 |
| buf+inv | 14 | 41 |
| flops | 18 | 18 |
| simple gates | 61 | 61 |
power by group through the flow:
stage / Clock [mW] / Sequential, mW / Combinational [mW]
after CTS: 0.123 / 0.220 / 0.269
final: 0.117 / 0.220 / 0.266
after global routing: 0.128 / 0.227 / 0.301
Power is estimated from default activity; no workload was simulated.
