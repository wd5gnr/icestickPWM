==> design.v <==
`default_nettype none
module ppwmblock #(parameter CNT_WIDTH=8, DIV_WIDTH=8)
  (input clk, input reset, input [CNT_WIDTH-1:0] duty, input [DIV_WIDTH-1:0] scale, output pwm);
  pwmblock #(.CNT_WIDTH(CNT_WIDTH), .DIV_WIDTH(DIV_WIDTH)) pwmb(clk,reset,duty,0,0,scale,,pwm);
endmodule
`default_nettype none
module pwmblock #(parameter CNT_WIDTH=8, DIV_WIDTH=8)
(input clk, input reset,
 input [CNT_WIDTH-1:0] increment, input [CNT_WIDTH-1:0] endval, input [CNT_WIDTH-1:0] match,
 input [DIV_WIDTH-1:0] scale, output reg epwm, output ppwm);
  reg [DIV_WIDTH-1:0] prescale;   
  reg [CNT_WIDTH:0] counter;      
  assign ppwm=counter[CNT_WIDTH];   
  always @(posedge clk)
    if (reset)
      prescale<=0;
    else
        if (prescale==0) prescale<=scale; else prescale<=prescale-1;
  always @(posedge clk)
    if (reset)
      epwm<=1'b0;
  else if (prescale==0)
    if (counter[CNT_WIDTH-1:0]>=match) epwm<=1'b0; else epwm<=1'b1;
  always @(posedge clk)
    if (reset)
      counter<=0;
    else if (prescale==0)
      if (endval && counter=={ 1'b0, endval} ) counter<=0;
  else counter<= { 1'b0, counter[CNT_WIDTH-1:0] } + { 1'b0, increment};
endmodule
`timescale 1ns / 1ps
 module uart(
    input clk,                   
    input rst,                   
    input rx,                    
    output tx,                   
    input transmit,              
    input [7:0] tx_byte,         
    output received,             
    output [7:0] rx_byte,        
    output wire is_receiving,    
    output wire is_transmitting, 
    output wire recv_error,       
    output reg [3:0] rx_samples,
    output reg [3:0] rx_sample_countdown
);
    parameter baud_rate = 9600;
    parameter sys_clk_freq = 100000000;
    localparam one_baud_cnt = sys_clk_freq / (baud_rate);
    localparam [2:0]     
        RX_IDLE             = 3'd0, 
        RX_CHECK_START      = 3'd1, 
        RX_SAMPLE_BITS      = 3'd2,
        RX_READ_BITS        = 3'd3,      
        RX_CHECK_STOP       = 3'd4, 
        RX_DELAY_RESTART    = 3'd5,
        RX_ERROR            = 3'd6,      
        RX_RECEIVED         = 3'd7; 
    localparam [1:0]     
        TX_IDLE             = 2'd0,
        TX_SENDING          = 2'd1,
        TX_DELAY_RESTART    = 2'd2,
        TX_RECOVER          = 2'd3;
    reg [log2(one_baud_cnt * 16)-1:0] rx_clk;
    reg [log2(one_baud_cnt)-1:0] tx_clk;
    reg [2:0] recv_state = RX_IDLE;
    reg [3:0] rx_bits_remaining;
    reg [7:0] rx_data;
    reg tx_out = 1'b1;
    reg [1:0] tx_state = TX_IDLE;
    reg [3:0] tx_bits_remaining;
    reg [7:0] tx_data;
    assign received = recv_state == RX_RECEIVED;
    assign recv_error = recv_state == RX_ERROR;
    assign is_receiving = recv_state != RX_IDLE;
    assign rx_byte = rx_data;
    assign tx = tx_out;
    assign is_transmitting = tx_state != TX_IDLE;
    function integer log2(input integer M);
        integer i;
    begin
        log2 = 1;
        for (i = 0; 2**i <= M; i = i + 1)
            log2 = i + 1;
    end endfunction
    always @(posedge clk) begin
        if (rst) begin
            recv_state = RX_IDLE;
            tx_state = TX_IDLE;
        end
        if(rx_clk) begin
            rx_clk = rx_clk - 1'd1;
        end
        if(tx_clk) begin
            tx_clk = tx_clk - 1'd1;
        end
        case (recv_state)
            RX_IDLE: begin
                if (!rx) begin
                    rx_clk = one_baud_cnt / 2;
                    recv_state = RX_CHECK_START;
                end
            end
            RX_CHECK_START: begin
                if (!rx_clk) begin
                    if (!rx) begin
                        rx_clk = (one_baud_cnt / 2) + (one_baud_cnt * 3) / 8; 
                        rx_bits_remaining = 8;  
                        recv_state = RX_SAMPLE_BITS;
                        rx_samples = 0;
                        rx_sample_countdown = 5;
                    end else begin
                        recv_state = RX_ERROR;
                    end
                end
            end
            RX_SAMPLE_BITS: begin
                if (!rx_clk) begin
                    if (rx) begin
                        rx_samples =  rx_samples + 1'd1;
                    end
                    rx_clk = one_baud_cnt / 8;
                    rx_sample_countdown = rx_sample_countdown -1'd1;
                    recv_state = rx_sample_countdown ? RX_SAMPLE_BITS : RX_READ_BITS;
                end
            end
            RX_READ_BITS: begin
                if (!rx_clk) begin
                    if (rx_samples > 3) begin
                        rx_data = {1'd1, rx_data[7:1]};
                    end else begin
                        rx_data = {1'd0, rx_data[7:1]};
                    end
                    rx_clk = (one_baud_cnt * 3) / 8;
                    rx_samples = 0;
                    rx_sample_countdown = 5;
                    rx_bits_remaining = rx_bits_remaining - 1'd1;
                    if(rx_bits_remaining)begin
                        recv_state = RX_SAMPLE_BITS;
                    end else begin
                        recv_state = RX_CHECK_STOP;
                        rx_clk = one_baud_cnt / 2;
                    end
                end
            end
            RX_CHECK_STOP: begin
                if (!rx_clk) begin
                    recv_state = rx ? RX_RECEIVED : RX_ERROR;
                end
            end
            RX_ERROR: begin
                rx_clk = 8 * sys_clk_freq / (baud_rate);
                recv_state = RX_DELAY_RESTART;
            end
            RX_DELAY_RESTART: begin
                recv_state = rx_clk ? RX_DELAY_RESTART : RX_IDLE;
            end
            RX_RECEIVED: begin
                recv_state = RX_IDLE;
            end
        endcase
        case (tx_state)
            TX_IDLE: begin
                if (transmit) begin
                    tx_data = tx_byte;
                    tx_clk = one_baud_cnt;
                    tx_out = 0;
                    tx_bits_remaining = 8;
                    tx_state = TX_SENDING;
                end
            end
            TX_SENDING: begin
                if (!tx_clk) begin
                    if (tx_bits_remaining) begin
                        tx_bits_remaining = tx_bits_remaining - 1'd1;
                        tx_out = tx_data[0];
                        tx_data = {1'b0, tx_data[7:1]};
                        tx_clk = one_baud_cnt;
                        tx_state = TX_SENDING;
                    end else begin
                        tx_out = 1;
                        tx_clk = 16 * one_baud_cnt; 
                        tx_state = TX_DELAY_RESTART;
                    end
                end
            end
            TX_DELAY_RESTART: begin
                tx_state = tx_clk ? TX_DELAY_RESTART : TX_RECOVER; 
            end
            TX_RECOVER: begin
                tx_state = transmit ? TX_RECOVER : TX_IDLE;
            end
        endcase
    end
endmodule
module top(
	input iCE_CLK,
	input RS232_Rx_TTL,
	output RS232_Tx_TTL,
	output LED0,
	output LED1,
	output LED2,
	output LED3,
	output LED4
	);
	wire reset = 0;
	reg transmit;
	reg [7:0] tx_byte;
        reg [7:0] 	  pwmduty;
	wire received;
	wire [7:0] rx_byte;
	wire is_receiving;
	wire is_transmitting;
	wire recv_error;
        wire pwmout;
	assign LED4 = recv_error;
        assign LED0 = pwmout[0];
        assign LED1 = pwmout[1];
        assign LED2 = pwmout[2];
        assign LED3 = pwmout[3];   
        ppwmblock pwm(iCE_CLK,reset,pwmduty,8'b0,pwmout);
	uart #(
		.baud_rate(9600),                  
		.sys_clk_freq(12000000)            
	)
	uart0(
		.clk(iCE_CLK),                     
		.rst(reset),                       
		.rx(RS232_Rx_TTL),                 
		.tx(RS232_Tx_TTL),                 
		.transmit(transmit),               
		.tx_byte(tx_byte),                 
		.received(received),               
		.rx_byte(rx_byte),                 
		.is_receiving(is_receiving),       
		.is_transmitting(is_transmitting), 
		.recv_error(recv_error)            
	);
	always @(posedge iCE_CLK) begin
		if (received) begin
  		   tx_byte <= (rx_byte>=8'h61&&rx_byte<=8'h7a)?rx_byte&8'hDF:rx_byte;
		   pwmduty<=rx_byte;
		   transmit <= 1;
		end 
		else begin
			transmit <= 0;
		end
	end
endmodule
==> run.sh <==
#!/bin/bash
# OpenROAD 26Q1-2900-gdf79404cd8, Yosys 0.63+post, stock flow scripts
make -C /OpenROAD-flow-scripts/flow DESIGN_CONFIG=/design/flow/config.mk WORK_HOME=/design/flow/orfs finish
==> config.mk <==
export PLATFORM = sky130hd
export DESIGN_NAME = top
export DESIGN_NICKNAME = top
export VERILOG_FILES = /design/flow/design.v
export SDC_FILE = /design/flow/constraint.sdc
export NUM_CORES = 4
export LEC_CHECK = 1
export CORE_UTILIZATION = 40
==> constraint.sdc <==
current_design top

set clk_period 5.2
set clk_io_pct 0.2

create_clock -name clk0 -period $clk_period [get_ports {iCE_CLK}]

set non_clock_inputs [all_inputs -no_clocks]
set_input_delay [expr $clk_period * $clk_io_pct] -clock clk0 $non_clock_inputs
set_output_delay [expr $clk_period * $clk_io_pct] -clock clk0 [all_outputs]
==> CHANGELOG.md <==
### Implementation results

* Outcome: finished clean
* Synthesis-to-layout area growth at 9.37%
* Comb power frac at 0.2%
* Clock share of power at 46.0%
* Min-Delay Path Class: reg -> reg
* Pwr Density at 263 nW/um2
* Max-cap violations at 0
* Crit path required time at 5170 ps
* Grt ovf at 0
* Clk latency late pin at 340 ps
* Sw frac at 21.8%
* CP Max Fanout at 8
* Setup ws final at 1810 ps
* Distinct cells, synth at 66
* Yosys cell count at 496
* DIE AREA at 12700 um2
* Cells after Synth at 496
* Max Slew Vio Count at 0
* Chip Height at 113 um
* Crit path DAT at 3360 ps
* Core Util at FP at 40.9%
* CTS buffer count at 9
* Slew headroom at 49.7%
* Drt first-iter violations at 159
* Internal power at 1.10 mW
* Synth warn at 8
* Clk pin slew, worst setup/hold paths at 70 ps
* Post-Route WL at 8990 um
* Seq/Total Area, Yosys at 48.7%
* Setup bufs post-CTS at 0
* Reg-to-reg endpoint: uart0.rx_data[6]
* Period utilization at 65.1%
* Hold Path Cell Cnt at 2
* Worst Hold Path EP: pwm.pwmb.prescale[4]
* IO Port Bufs at 4
* Synth async-reset ratio at 0%
* CTS HTree Levels at 3
* Maximum root-to-sink buffer count at 2
* CTS resizes at 0
* Routed vias at 3425
* Layout Skew at 9.24 ps
* Worst r2r path cells at 9
* Critical Path End Type: flip-flop
* Syn Area/Cell at 9.85 um2
* Fin util at 44.7%
* CTS tree: built
* Via density at 5.27
* # setup viols final at 0
* Final Critical Period at 3390 ps
* Design Area, Final at 5350 um2
* DP Worst Slack at 1830 ps
* Mapped Area at 4890 um2
* Tool warning count at 28
* GRT Overall Usage at 15.8%
* Root Buffer: clkbuf_16
* CTS sink cnt at 91
* Max VDD drop at 0.000132 V
* Flop pwr share at 53.9%
* Post-CTS Hold Buffers at 0
* WL/cell at 13.8 um
* Initial antenna violation count at 0
* Pre-antenna DRT Iters at 4
* Final ANT Viol Nets at 0
* Dpl hpwl at 6620 um
* Critical path type: reg -> reg
* RePlAce Congestion at 0.928
* Row count at 40
* Global-route wire length before repair at 15500 um
* Hold Vio Cnt, Final at 0
* Net Sw Power at 306 uW
* Vias in the first global route at 3267
* Fmax at 0.295 GHz
* Ant diodes at 0
* Post-synth EDFFs at 56
* Main flop type: edfxtp_1
* Post-placement cell area at 5040 um2
* Setup TNS at 0 ps
* Hold Startpoint: pwm.pwmb.prescale[4]
* Die span in x at 113 um
* Beginning of the worst register-to-register path: uart0.rx_clk[0]
* Yosys synthesis chip area at 4890 um2
* I/O pin cnt at 8
* Crit start category: flip-flop
* Leak Pwr at 2.02 nW
* Unrepaired setup endpoints after global routing: false
* Share of cells above drive strength 1 at 7.95%
* Actual slew at the worst max-slew pin at 752 ps
* Reg-to-reg setup timing slack at 1810 ps
* Largest net degree at the start of global routing at 20
* Placeable Area at 12000 um2
* Number of synthesized register bits at 91
* Number of remaining DRC errors at 0
-- metal layers --
metal	vias up	GRT usage [%]	share of wire (%)
met4	0	2.40	1.7
met1	1579	25.4	50
met3	13	2.42	3.3
met2	56	24.3	45
li1	1777	-	-
met5	-	0	0
-- synth_stat cells, drive strengths merged (3+ instances only) --
cell type | count | share of area [%]
mux2i | 4 | 0.82
xnor2 | 20 | 3.6
a21o | 7 | 1.1
or4 | 5 | 0.84
o31ai | 3 | 0.46
edfxtp | 56 | 34
xor2 | 13 | 2.5
a31oi | 3 | 0.38
a211o | 4 | 0.72
nor4 | 6 | 1.5
clkbuf | 10 | 0.77
nor3b | 4 | 0.72
inv | 34 | 2.6
ha | 18 | 4.6
buf | 6 | 0.90
o21bai | 3 | 0.46
o21ai | 20 | 2.0
nand3 | 10 | 1.1
and3 | 5 | 0.74
nand4 | 5 | 0.95
o211ai | 3 | 0.46
or3 | 7 | 1.0
a21oi | 30 | 3.1
nor2 | 63 | 4.8
dfxtp | 35 | 14
nand2 | 63 | 4.9
o21a | 3 | 0.46
nand2b | 5 | 0.64
nor3 | 19 | 1.9
-- flip-flops by register name, indices dropped and copies added, names as in the netlist --
| signal | count |
|---|---|
| uart0.tx_bits_remaining | 4 |
| pwmduty | 8 |
| uart0.tx_data | 8 |
| transmit | 1 |
| uart0.rx_clk | 15 |
| tx_byte | 1 |
| pwm.pwmb.counter | 9 |
| uart0.recv_state | 3 |
| uart0.rx_sample_countdown | 4 |
| pwm.pwmb.prescale | 8 |
| uart0.rx_bits_remaining | 4 |
| uart0.tx_clk | 11 |
| uart0.tx_out | 1 |
| uart0.tx_state | 2 |
| uart0.rx_samples | 4 |
| uart0.rx_data | 8 |
-- stage by stage --
step,hold slack (ps),cells,total power [mW]
4_1_cts,466,650,1.42
6_report,467,650,1.40
3_5_place_dp,451,634,0.775
2_1_floorplan,418,498,0.775
3_3_place_gp,430,634,0.775
5_1_grt,482,650,1.45
-- power by group through the flow --
stage | Combinational [mW] | Sequential, mW | Clock, mW
final | 0.00242 | 0.756 | 0.645
after CTS | 0.00237 | 0.756 | 0.666
after global routing | 0.00268 | 0.756 | 0.695
-- layout make-up --
cell class              count  area [um2]
well taps                 147         184
inverters                  35         131
fillers                  1077        6620
multi-input cells         356        2300
flip-flops and latches     91        2380
clock inverters             7        75.1
clock buffers               9         225
repair buffers              5        47.5
-- how the worst max path moves through the flow --
stage | slack [ps] | from | endpoint | depth (start not counted)
6_report | 1810 | uart0.rx_clk[0] | uart0.rx_data[6] | 9
4_1_cts | 1860 | uart0.rx_clk[0] | uart0.rx_data[6] | 9
5_1_grt | 1590 | uart0.rx_clk[0] | uart0.rx_data[6] | 9
-- cells in the final DEF (no fill, tap or decap), types with 4 or more instances in the layout --
master / instances
or4_1: 4
nand2b_1: 5
xor2_1: 12
nor3_1: 19
or3_1: 6
nor2_1: 63
nand4_1: 4
and3_1: 4
clkbuf_16: 9
a21o_1: 7
nand2_1: 62
edfxtp_1: 56
dfxtp_1: 35
a211o_1: 4
nand3_1: 9
a21oi_1: 30
o21ai_0: 17
xnor2_1: 20
ha_1: 18
inv_1: 34
mux2i_1: 4
clkdlybuf4s50_1: 4
-- critical path, stage by stage, from the launching register on --
cell,delay (ps)
dfxtp_1,370
inv_1,100
ha_1,160
nor4b_4,400
a41oi_1,190
mux2i_1,340
o2111ai_2,200
a2111oi_4,450
nand2_2,200
nor2_1,600
-- cells by family after synthesis --
logic type,count (synthesis),share of synthesized area [%]
buffers and inverters,51,4.35
other,1,0.0767
muxes,6,1.28
and+or+nand+nor,200,20.8
adders and majority gates,19,5.02
DFF,91,48.7
AOI/OAI and AO/OA,95,13.7
xor gates and xnor gates,33,6.07
Power figures rest on the tool's default switching activity, not on a simulated workload.
